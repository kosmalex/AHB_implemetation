<file path="/design/flow/design.v">
package util;
  typedef enum logic[1:0] {IDLE, BUSY, NONSEQ, SEQ} trans_t;
  typedef enum logic[2:0] {SINGLE, INCR, WRAP4, INCR4, WRAP8, INCR8, WRAP16, INCR16} burst_t;
endpackage
module decoder #(
  parameter WIDTH = 32
)(
  input logic[WIDTH-1:0] HADDR,
  output logic[2:0] HSELx
);
always_comb begin
  case (HADDR[31:5])
    27'd0:    HSELx = 3'b001;
    27'd1:    HSELx = 3'b010;
    27'd2:    HSELx = 3'b100;
    default: HSELx = 3'b000;
  endcase
end
endmodule
</file>
<file path="/design/flow/run.sh">
#!/bin/bash
# OpenROAD 26Q1-2900-gdf79404cd8, Yosys 0.63+post, stock flow scripts
make -C /OpenROAD-flow-scripts/flow DESIGN_CONFIG=/design/flow/config.mk WORK_HOME=/design/flow/orfs finish
</file>
<file path="/design/flow/config.mk">
export PLATFORM = sky130hd
export DESIGN_NAME = decoder
export DESIGN_NICKNAME = decoder
export VERILOG_FILES = /design/flow/design.v
export SDC_FILE = /design/flow/constraint.sdc
export NUM_CORES = 4
export LEC_CHECK = 1
export CORE_AREA = 10 10 70 70
export DIE_AREA = 0 0 80 80
</file>
<file path="/design/flow/constraint.sdc">
current_design decoder

set clk_period 1.4
set clk_io_pct 0.2

create_clock -name clk0 -period $clk_period

set non_clock_inputs [all_inputs -no_clocks]
set_input_delay [expr $clk_period * $clk_io_pct] -clock clk0 $non_clock_inputs
set_output_delay [expr $clk_period * $clk_io_pct] -clock clk0 [all_outputs]
</file>
==> GITHUB_STEP_SUMMARY <==
## Implementation flow summary

| Metric | Value |
|---|---|
| Total track usage | `2.70%` |
| Met1 WL | `352 um` |
| Flip-flops | `0` |
| Final hold violation count | `0` |
| Max-Cap Viols | `0` |
| Hold buffers post-CTS | `0` |
| Vias in the first global route | `285` |
| Iteration tally of the first detailed-router pass | `2` |
| Synth warn | `1` |
| Top cell by count, worst path | `or3_4` |
| PortBufs | `30` |
| Leakage power | `0.219 nW` |
| Worst path arrival time | `1.29 ns` |
| YS chip area | `97.6 um2` |
| Min-delay src | `HADDR[6]` |
| Crit. End Element | `output port` |
| Peak supply drop | `0.0367 mV` |
| Status | `finished, violations left` |
| Met3 WL | `180 um` |
| Initial DRC Count | `1` |
| ANT cells | `0` |
| Final Cycle Share | `112%` |
| CP Launch Type | `input pin` |
| Top cells by area | `nor4_1 (45%), nand2b_1 (13%), or3_4 (12%)` |
| Max Clk Rate | `637 MHz` |
| DRT Wirelength | `936 um` |
| Pin count of the biggest net entering global routing | `4` |
| Slew @ Worst Pin | `0.244 ns` |
| First-pass GRT wire length | `1420 um` |
| Via count | `267` |
| Worst slew margin | `83.6%` |
| Most instantiated cells after synthesis | `nor4_1 (7), nand2b_1 (2)` |
| Synthesized cell area | `97.6 um2` |
| Mean Syn Cell Area | `6.51 um2` |
| Worst-path cell with the longest stage delay | `or3_4` |
| Chip width | `80 um` |
| Dpl cells | `94` |
| Final WS setup | `-0.170 ns` |
| Top cell type by instance count after synthesis | `nor4_1` |
| Met2 wire len | `403 um` |
| RSZ-0062 raised after global routing | `yes` |
| Final Power | `0.0888 mW` |
| GRT Residual Overflow | `0` |
| Yosys Instances | `15` |
| Delay of the slowest critical-path stage | `0.38 ns` |
| Fillers | `394` |
| # DRC | `0` |
| Post-route insts no fill | `95` |
| Count of pins over their slew limit | `0` |
| Via-to-Cell Ratio | `2.81` |
| Die height | `80 um` |
| Hold/Removal Path Class | `input pin to output port` |
| Worst path cell trace | `buf_6 -> or3_4 -> or3_4 -> nor3_2 -> buf_2` |
| Total tool warning count | `39` |
| Area of the die | `6400 um2` |
| Critical path depth in cells | `5` |
| Initial Util | `2.86%` |
| Antenna Nets Post-Route | `0` |
| Hold Path End | `HSELx[2]` |
| Worst-path fanout max | `2` |
| Top sig layer | `met3` |
| I/O pin count | `35` |
| Buf/Inv on CP | `2` |
| Violated checks | `negative setup slack` |
| CP delay by family, top | `simple AND/OR/NAND/NOR gates` |
| FP Rows | `21` |
| Type of the worst setup path | `input pin to output port` |
| GPL Wtd Cong | `0.804` |
| Routed wire per std cell | `9.85 um` |
| Hold Slack | `0.932 ns` |
| Yosys top cell by area | `nor4_1` |
| Initial antenna violation count | `0` |
| Comb area | `184 um2` |
| Placeable Area | `3420 um2` |
| Power Dens Cells | `167 nW/um2` |
| Area grow syn2layout | `444%` |
| Fraction of layout cells with a size suffix above 1 | `69.4%` |
| Post-Synthesis Cells | `15` |
| CP required | `1.12 ns` |
| Yosys cell types | `8` |
| Max-area cell share | `44.9%` |
| Post-synth seq share | `0%` |
| # setup viols final | `3` |
| Hold path cells | `4` |
| Fin crit period | `1.57 ns` |
| Clock Buffer Count | `0` |
| Register area | `0 um2` |
-- worst min-delay path, stage by stage --
cell            delay (ns)
dlymetal6s2s_1        0.14
nand2b_1              0.09
nor4_2                0.04
buf_2                 0.10
-- what timing repair did --
item,CTS,global route
pin swaps,13,5
setup buffers,1,0
hold endpoints to repair,0,0
gates resized,88,10
setup endpoints to repair,3,3
cloned,0,0
-- cell type report --
class	count	area share, %
tap	46	10.8
multi-input combinational	15	34.7
timing repair buffer	34	54.5
-- layout by cell type (no fill, tap or decap) --
cell,instances
nor4_2,3
dlygate4sd2_1,4
nand4_1,1
nor4_4,4
nand2b_1,2
clkdlybuf4s15_1,5
buf_6,9
nor3_2,1
buf_4,3
dlymetal6s2s_1,2
nor2_1,1
clkbuf_2,1
or3_4,2
buf_2,10
nand2_2,1
-- through the flow --
stage | util [%] | instance area [um2] | setup TNS, ns | setup slack, ns
floorplan | - | 97.6 | 0 | 0.0818
global placement | 14.0 | 478 | -2.76 | -0.931
detailed placement | 14.0 | 478 | -2.83 | -0.971
CTS | 14.3 | 488 | -0.639 | -0.291
global route | 15.5 | 531 | -0.748 | -0.270
finish | 15.5 | 531 | -0.450 | -0.170
-- worst max-delay path by stage --
stage	to	slack, ns	startpoint
5_1_grt	HSELx[1]	-0.27	HADDR[17]
4_1_cts	HSELx[0]	-0.29	HADDR[21]
6_report	HSELx[0]	-0.17	HADDR[19]
-- power breakdown --
group / total (mW) / internal (mW) / switching (mW)
Combinational: 0.0888 / 0.0595 / 0.0294
Sequential: 0 / 0 / 0
Clock: 0 / 0 / 0
-- per-layer routing --
| layer | track usage, % | up-vias |
|---|---|---|
| met3 | 1.36 | 0 |
| li1 | - | 132 |
| met1 | 3.36 | 116 |
| met5 | 0 | - |
| met4 | 0 | 0 |
| met2 | 4.33 | 19 |
-- kinds of logic (layout without fill, tap and decap cells) --
group                  count (synthesis)  count (layout)  share of synthesized area [%]
and+or+nand+nor                       15              15                            100
buffers and inverters                  0              34                              0
Power and IR drop assume default switching activity.
