==> flow/design.v <==
package util;
  typedef enum logic[1:0] {IDLE, BUSY, NONSEQ, SEQ} trans_t;
  typedef enum logic[2:0] {SINGLE, INCR, WRAP4, INCR4, WRAP8, INCR8, WRAP16, INCR16} burst_t;
endpackage
module multiplexor #(
  parameter WIDTH = 32
)(
  input logic[2:0]            HSELx,
  input logic[2:0][WIDTH-1:0] HRDATAx,
  input logic[2:0]            HRESPx,
  input logic[2:0]            HREADYOUTx,
  output logic            HREADY,
  output logic            HRESP,
  output logic[WIDTH-1:0] HRDATA
);
always_comb begin
  case (HSELx)
    3'b001: begin 
      HRDATA = HRDATAx[0];
      HRESP  = HRESPx[0];
      HREADY = HREADYOUTx[0];
    end
    3'b010: begin 
      HRDATA = HRDATAx[1];
      HRESP  = HRESPx[1];
      HREADY = HREADYOUTx[1];
    end
    3'b100: begin 
      HRDATA = HRDATAx[2];
      HRESP  = HRESPx[2];
      HREADY = HREADYOUTx[2];
    end
    default: begin 
      HRDATA = 0;
      HRESP  = 0;
      HREADY = 1;
    end
  endcase
end
endmodule
==> flow/run.sh <==
#!/bin/bash
# OpenROAD 26Q1-2900-gdf79404cd8, Yosys 0.63+post, stock flow scripts
make -C /OpenROAD-flow-scripts/flow DESIGN_CONFIG=/design/flow/config.mk WORK_HOME=/design/flow/orfs finish
==> flow/config.mk <==
export PLATFORM = sky130hd
export DESIGN_NAME = multiplexor
export DESIGN_NICKNAME = multiplexor
export VERILOG_FILES = /design/flow/design.v
export SDC_FILE = /design/flow/constraint.sdc
export NUM_CORES = 4
export LEC_CHECK = 1
export CORE_AREA = 10 10 70 70
export DIE_AREA = 0 0 80 80
==> flow/constraint.sdc <==
current_design multiplexor

set clk_period 7.9
set clk_io_pct 0.2

create_clock -name clk0 -period $clk_period

set non_clock_inputs [all_inputs -no_clocks]
set_input_delay [expr $clk_period * $clk_io_pct] -clock clk0 $non_clock_inputs
set_output_delay [expr $clk_period * $clk_io_pct] -clock clk0 [all_outputs]
==> results_dict.tcl <==
# implementation run metrics
set metrics [dict create \
    status "completed" \
    yosysTopAreaCell "nor4bb_1" \
    max_slew.worst_pin.slew_ns 0.589 \
    critPathMaxFanout 37 \
    tool_warnings 33 \
    drv_slew 0 \
    max_stage_delay_ns 0.48 \
    place_hpwl_um 4700 \
    holdCritPathClass "in -> out" \
    ir_worst_vdd_v 0.0000299 \
    wirelength_um 5790 \
    port_buffers 139 \
    max-slew-margin-rel 0.608 \
    seq_area_um2 0 \
    hold_buffers 0 \
    place_area_um2 2410 \
    design.core.area_um2 3420 \
    dr.pass1.iters 4 \
    crit_chain "clkdlybuf4s50_1 > buf_4 > nor3b_4 > buf_4 > a221o_1 > clkdlybuf4s50_1" \
    fin_crit_ns 5.47 \
    area_growth_pct 127 \
    antenna_found_initial 0 \
    grt_pass1_vias 1563 \
    cp.arrival_ns 3.89 \
    drtIter0Drc 81 \
    worstHoldStart "HREADYOUTx[0]" \
    dieArea_um2 6400 \
    remaining_drc_errors 0 \
    flops 0 \
    grt_max_degree 70 \
    yosysWarnings 1 \
    post_cts_buffers 0 \
    rows 21 \
    wl_per_cell_um 19.6 \
    power_per_cell_area_nw_per_um2 47.7 \
    syn_area_per_cell_um2 8.44 \
    cts_resized 0 \
    yosys-stat-cells 126 \
    stdcell_area_um2 2410 \
    die_x_um 80 \
    fmax_mhz 183 \
    initCoreUtil 0.311 \
    vias 1557 \
    diodes 0 \
    io_pins 139 \
    maxCapViolCount 0 \
    rsz0062_at_grt "no" \
    drive_above_1_share 0.0361 \
    fp.dieH_um 80 \
    synth.cell_area_um2 1060 \
    ys_area_um2 1060 \
    critPathRequiredTime_ns 6.32 \
    yosysSeqAreaShare 0 \
    top_area_frac 0.320 \
    num-clock-buffers 0 \
    slowest_stage "clkdlybuf4s50_1" \
    gr-usage-all-layers 0.166 \
    leakage_nw 0.889 \
    topCellsByArea "nor4bb_1 32%, a221o_1 30%, and2_1 18%" \
    antenna_left 0 \
    gp_congestion 0.932 \
    period_used_share 0.693 \
    hold_violations 0 \
    critPathKind "in -> out" \
    startpoint_type "input pin" \
    synthCells 126 \
    ys_types 15 \
    crit_start "HSELx[0]" \
    end_kind "output port" \
    grt_first_pass_wirelength_um 8680 \
    vias_per_cell 5.28 \
    finalSetupViolCount 0 \
    setup-tns-final_ns 0 \
    overflow 0 \
]
==> metal layers <==
| metal | routed length, um | vias up | global-route usage |
|---|---|---|---|
| li1 | - | 780 | - |
| met1 | 2360 | 683 | 0.197 |
| met2 | 2590 | 92 | 0.274 |
| met3 | 816 | 2 | 0.0841 |
| met4 | 29 | 0 | 0.00704 |
| met5 | 0 | - | 0 |
==> cell type report <==
class                      count  area [um2]
fill                         268        1010
inverter                       1        3.75
multi-input combinational    104         925
tap                           46        57.6
timing repair buffer         144        1420
==> synthesized netlist by cell type <==
cell type,n
a211o_1,1
a221o_1,32
a221oi_2,1
and2_0,1
and2_1,31
buf_2,7
buf_6,6
clkbuf_1,6
clkbuf_2,2
inv_1,1
nor2_2,1
nor2b_1,1
nor3b_4,1
nor4b_1,1
nor4bb_1,34
==> cells by family after synthesis <==
| kind of cell | count (synthesis) | synth area share |
|---|---|---|
| buffers and inverters | 22 | 0.131 |
| AOI/OAI and AO/OA | 34 | 0.324 |
| and+or+nand+nor | 70 | 0.546 |
==> cells in the final DEF, fill, tap and decap left out <==
cell and instances:
a221oi_2 1, nor3b_4 1, and2_0 1, a211o_1 1
inv_1 1, nor2_2 1, clkdlybuf4s50_1 138, nor2b_1 1
and2_1 31, a221o_1 32, nor4b_1 1, nor4bb_1 34
buf_4 5, buf_2 1
==> final timing paths <==
check	depth (start not counted)	slack [ns]	endpoint
max	6	2.43	HRDATA[27]
min	4	4.11	HREADY
==> power breakdown <==
part           internal (mW)  switching, mW  total, mW
registers                  0              0          0
clock network              0              0          0
logic                 0.0851         0.0298      0.115
total                 0.0851         0.0298      0.115
==> per-stage QoR <==
step / hold WS, ns / std cells / worst slack (ns) / util / total power [mW]
after floorplan: 3.23 / 126 / 4.01 / - / 0.0376
after global placement: 4.10 / 295 / 2.50 / 0.705 / 0.114
after detailed placement: 4.11 / 295 / 2.43 / 0.705 / 0.115
after global routing: 4.16 / 295 / 2.28 / 0.705 / 0.124
after CTS: 4.11 / 295 / 2.44 / 0.705 / 0.116
final: 4.11 / 295 / 2.43 / 0.705 / 0.115
==> critical path: cells and delay by family <==
kind            cells  cell delay [ns]
simple gates        1             0.43
compound gates      1             0.22
buf+inv             4             1.65
Power figures rest on the tool's default switching activity, not on a simulated workload.
